[flow/design.v]
module Non_Max_Suppresion
(
    input   logic            clk,
    input   logic            rstN,
    input   logic    [98:0]  Gradiant_Magnitude_Data,
    input   logic    [17:0]  Direction_Data,
    input   logic            Gradiant_Magnitude_in_valid,
    input   logic            Direction_Data_in_valid,
    output  logic    [98:0]  NMS_pixels,
    output  logic            NMS_Pixels_out_valid,
    output  logic    [17:0]  NMS_Direction_Data
);
logic unsigned [10:0] gradient_array [0:8];
logic unsigned [1:0]  direction_array [0:8];
logic stage1_valid, stage2_valid, stage3_valid;
logic unsigned [10:0] gradient_filtered [0:8];
always @(posedge clk) begin
  if (!rstN) begin
    stage1_valid <= 0;
    stage2_valid <= 0;
  end
  else begin
    if (Gradiant_Magnitude_in_valid && Direction_Data_in_valid) begin
      for (int i = 0; i < 9; i++) begin
        gradient_array[i]  <= Gradiant_Magnitude_Data[i*11 +: 11]; 
        direction_array[i] <= Direction_Data[i*2 +: 2]; 
      end
    end
    stage1_valid <= Gradiant_Magnitude_in_valid && Direction_Data_in_valid;
    if (stage1_valid) begin
      for (int i = 0; i < 9; i++) begin
        gradient_filtered[i] <= gradient_array[i];  
      end
      case (direction_array[4])
        2'b00: begin
          if (gradient_array[4] >= gradient_array[3] && gradient_array[4] >= gradient_array[5]) begin
            gradient_filtered[3] <= 0;
            gradient_filtered[5] <= 0;
          end
        end
        2'b01: begin
          if (gradient_array[4] >= gradient_array[7] && gradient_array[4] >= gradient_array[1]) begin
            gradient_filtered[1] <= 0;
            gradient_filtered[7] <= 0;
          end
        end
        2'b10: begin
          if (gradient_array[4] >= gradient_array[2] && gradient_array[4] >= gradient_array[6]) begin
            gradient_filtered[2] <= 0;
            gradient_filtered[6] <= 0;
          end
        end
        2'b11: begin
          if (gradient_array[4] >= gradient_array[7] && gradient_array[4] >= gradient_array[0]) begin
            gradient_filtered[0] <= 0;
            gradient_filtered[7] <= 0;
          end
        end
      endcase
    end
    stage2_valid <= stage1_valid;
    if (stage2_valid) begin
      for (int i = 0; i < 9; i++) begin
        NMS_pixels[i*11+:11] <= gradient_filtered[i];
      end
    end
    NMS_Pixels_out_valid <= stage2_valid;
    NMS_Direction_Data <= Direction_Data;
  end
end
endmodule
[flow/config.mk]
export PLATFORM = sky130hd
export DESIGN_NAME = Non_Max_Suppresion
export DESIGN_NICKNAME = Non_Max_Suppresion
export VERILOG_FILES = /design/flow/design.v
export SDC_FILE = /design/flow/constraint.sdc
export NUM_CORES = 4
export LEC_CHECK = 1
export CORE_UTILIZATION = 50
[flow/run.sh]
#!/bin/bash
# OpenROAD 26Q1-2900-gdf79404cd8, Yosys 0.63+post, stock flow scripts
make -C /OpenROAD-flow-scripts/flow DESIGN_CONFIG=/design/flow/config.mk WORK_HOME=/design/flow/orfs finish
[flow/constraint.sdc]
current_design Non_Max_Suppresion

set clk_period 5.8
set clk_io_pct 0.2

create_clock -name clk0 -period $clk_period [get_ports {clk}]

set non_clock_inputs [all_inputs -no_clocks]
set_input_delay [expr $clk_period * $clk_io_pct] -clock clk0 $non_clock_inputs
set_output_delay [expr $clk_period * $clk_io_pct] -clock clk0 [all_outputs]
==> out/qor.txt <==
Vias per cell - 5.06
Final period util - 54.0%
Clk latency late pin - 500 ps
Post-Route WL - 23400 µm
Hold Path Depth - 0
Remaining DRCs - 0
Pre-Place Util - 51.1%
Max cap viols - 0
Tool warnings - 26
# rows - 56
Req. time, crit path - 5930 ps
Die Ht - 157 µm
Flop-to-flop setup slack - 2960 ps
Pin count of the biggest net entering global routing - 61
Crit start category - input pin
Run status - complete, no violations
Final Hold Viols - 0
Xor/xnor share - 0%
Final setup fails - 0
Commonest flop - edfxtp_1
RR Startpoint - gradient_array[4][6]$_DFFE_PP_
Clock root buffer - clkbuf_16
FF-to-FF End - gradient_filtered[2][0]$_DFFE_PP_
Post-CTS Resized - 0
End of the worst hold path - NMS_pixels[86]$_DFFE_PP_
Met1 GRT Util - 36.1%
Top cell area share - 79.1%
Synth unique cells - 39
Antenna violations before repair - 0
Ys async rst share - 0%
CP Cell Sequence - clkdlybuf4s50_1 > and2_4 > buf_4
Vias - 6554
Setup WS pre-CTS - 2130 ps
Post-synth EDFFs - 318
Worst slew pin tran - 905 ps
Hold Startpoint - gradient_filtered[7][9]$_DFFE_PP_
LEAKAGE - 5.82 nW
Crit end category - register
Met3 usage - 10.6%
First-pass GRT wire length - 36300 µm
Clk_skew - 14.3 ps
Largest cells by area - edfxtp_1 (79%), ha_1 (8.0%), a21oi_1 (2.7%), inv_1 (2.3%), a21oi_2 (1.5%)
I/O pins - 239
Antenna fix cells - 0
Busiest grt layer - met1
Htree depth - 2
TNS Setup - 0 ps
Reg clk slew, reported paths - 60 ps
Crit Path Class - input pin to register
DIE WIDTH - 157 µm
DRT iter0 DRCs - 334
Minimum clock period - 3130 ps
Critical-path top delay cell - clkdlybuf4s50_1
Register share after synthesis - 79.4%
Fraction of layout instances using a drive strength above 1 - 9.03%
GP Congestion - 0.860
Placed insts - 1234
CTS Sinks - 320
CP Max Fanout - 53
Basic Gates by Area - 2.09%
Slew Limit Fails - 0
Synthesized area per cell - 17.7 µm²
Post-DP HPWL - 16000 µm
RSZ-0062 raised after global routing - no
Drt pass-1 iters - 5
Synthesis area per yosys - 12100 µm²
Worst hold slack - 414 ps
Met2 track demand over resource - 30.5%
Mapped Cells - 681
Area fraction in compound gates - 7.54%
Ys Warns - 4
Post-cts hold buffer count - 0
Dominant comb cell - adder cells
Non-Filler Instances - 1294
Cell Area, Synth - 12100 µm²
CTS tree - yes
Worst VDD drop - 243 µV
Total clock buffers created by CTS - 34
GRT overflow - 0
Tot Pwr - 4.88 mW
Layout area overhead - 31.7%
R2R depth - 7
GR Util All Layers - 21.9%
Worst path max stage delay - 700 ps
Port Buffers - 238
Synth Area in Adders - 7.98%
Max Freq - 319 MHz
WP data arrival - 3260 ps
Longest Clk Path Bufs - 3
Post-synthesis register bit count - 320
MUX share of area - 0%
Hold crit path type - register to register
Yosys top cell by area - edfxtp_1
Fill count - 1543
Core area - 23600 µm²
Yosys Instances - 681
Vias in the first global route - 6784
Routed Antenna Nets - 0
DR WL/cell - 18.1 µm
Relative slew slack - 39.6%
Post-CTS Setup Bufs - 0
Die area - 24800 µm²
Setup WS post-layout - 2670 ps
Power Density - 307 nW/µm²
==> flip-flops by register name, summed over array words and instances (netlist names) <==
register and count:
NMS_Pixels_out_valid 1, NMS_pixels 99, gradient_filtered 99, stage1_valid 1
stage2_valid 1, direction_array 2, NMS_Direction_Data 18, gradient_array 99
==> synthesized netlist by cell type (5+ instances only) <==
cell	count
edfxtp_1	318
clkbuf_1	6
o21ai_0	16
nand2_1	16
nor2b_1	5
a21o_1	7
ha_1	77
inv_1	73
a31oi_1	13
buf_2	5
a21boi_0	6
nor2_1	8
a21oi_1	64
a21oi_2	20
==> how the worst max path moves through the flow <==
stage	from	end	slack (ps)	cells after the start
after global routing	rstN	gradient_filtered[2][0]$_DFFE_PP_	2530	3
final	rstN	gradient_filtered[6][2]$_DFFE_PP_	2670	3
after CTS	rstN	gradient_filtered[2][0]$_DFFE_PP_	2650	3
==> worst max-delay path: cells and delay by family <==
| family | cells | cell delay (ps) |
|---|---|---|
| buf+inv | 2 | 1350 |
| simple gates | 1 | 650 |
==> final cells by class <==
cell class                      instances  area [µm²]  area share (%)
Sequential cell                       320        9590            60.3
Inverter                               73         274            1.72
Clock buffer                           49         958            6.02
Tap cell                              319         399            2.51
Clock inverter                         11        61.3           0.385
Multi-Input combinational cell        273        2160            13.6
Timing Repair Buffer                  249        2460            15.5
==> through the flow <==
step	util, %	instance area, µm²
4_1_cts	67.4	15900
3_3_place_gp	63.1	14900
5_1_grt	67.4	15900
3_5_place_dp	63.1	14900
2_1_floorplan	-	12100
6_report	67.4	15900
==> logic make-up after synthesis <==
logic type | after synthesis
AND-OR/OR-AND | 145
adder cells (fa/ha/maj) | 77
buffers and inverters | 88
flip-flops | 320
AND/OR/NAND/NOR | 51
==> report_power, final <==
group	switching, mW	total [mW]	internal [mW]
logic	0.145	0.297	0.152
clock network	0.811	1.96	1.15
registers	0.0284	2.62	2.59
total	0.984	4.88	3.90
==> cells in the final DEF, fill, tap and decap left out, drive strengths merged, types with 2 or more instances in the layout <==
cell,instances
nand2,16
a21oi,84
inv,74
nand3,4
edfxtp,318
nor3,4
a21boi,6
and3,4
clkdlybuf4s50,238
nor2b,5
a31oi,14
o21a,2
a211o,2
nor2,8
nand2b,2
clkbuf,49
and2,3
nand4,4
buf,11
a211oi,3
ha,77
clkinv,10
o211ai,2
o21ai,18
a21o,7
dfxtp,2
==> layer usage <==
metal	wire length, µm	part of all wire [%]
met4	459	2.0
met5	0	0
met3	2850	12
met1	9350	40
met2	10800	46
Power figures rest on the tool's default switching activity, not on a simulated workload.
