## run.sh

```bash
#!/bin/bash
# OpenROAD 26Q1-2900-gdf79404cd8, Yosys 0.63+post, stock flow scripts
make -C /OpenROAD-flow-scripts/flow DESIGN_CONFIG=/design/flow/config.mk WORK_HOME=/design/flow/orfs finish
```

## config.mk

```make
export PLATFORM = sky130hd
export DESIGN_NAME = arc_tan
export DESIGN_NICKNAME = arc_tan
export VERILOG_FILES = /design/flow/design.v
export SDC_FILE = /design/flow/constraint.sdc
export NUM_CORES = 4
export LEC_CHECK = 1
export CORE_AREA = 10 10 79 79
export DIE_AREA = 0 0 89 89
```

## constraint.sdc

```tcl
current_design arc_tan

set clk_period 6.3
set clk_io_pct 0.2

create_clock -name clk0 -period $clk_period

set non_clock_inputs [all_inputs -no_clocks]
set_input_delay [expr $clk_period * $clk_io_pct] -clock clk0 $non_clock_inputs
set_output_delay [expr $clk_period * $clk_io_pct] -clock clk0 [all_outputs]
```

## design.v

```verilog
module arc_tan(
  input   logic   signed [10:0]  Gx, Gy,
  output  logic          [1:0]   angle  
);
  logic [10:0] Gx_u, Gy_u;
  always_comb begin
    angle = 2'b00; 
    Gx_u  = Gx[10] ? (~Gx + 1'b1) : Gx; 
    Gy_u  = Gy[10] ? (~Gy + 1'b1) : Gy; 
    if (Gx == 0 && Gy == 0) begin
      angle = 2'b00; 
    end
    else if (Gx == 0) begin 
      angle = 2'b10;  
    end
    else if (Gy == 0) begin
      angle = 2'b00;  
    end
    else begin
      if ((!Gx[10]) && (!Gy[10])) begin
        angle = (Gy_u > Gx_u) ? 2'b01 : 2'b00;  
      end
      else if ((Gx[10]) && (Gy[10])) begin
        angle = (Gy_u > Gx_u) ? 2'b01 : 2'b00;
      end
      else if ((!Gx[10]) && (Gy[10])) begin    
        angle = (Gy_u > Gx_u) ? 2'b11 : 2'b00;
      end
      else begin
        angle = (Gy_u > Gx_u) ? 2'b11 : 2'b00;
      end
    end
  end
endmodule: arc_tan
```

==> git commit body <==
Store results of the implementation flow

- Sequential area share after synthesis: 0%
* Critical path arrival: between 4 and 5 ns
- Post-synth area from yosys stat: 719 µm²
- Beginning of the worst hold path: Gy[9]
* Aggregate routed wire length: roughly 2200 µm
- Across every metal layer, demand over resource in global routing totals 5.60%.
- The synthesis report lists the Yosys warning total as 1.
- RSZ-0062 raised after global routing: no
* Count of unique library cells instantiated by Yosys: 32
- Dpl hpwl: 1930 µm
- The script logs the ratio of routed vias to standard cells as 4.46.
- The clock buffers instantiated in the layout total 0.
* Area of the chip: 7920 µm²
* Filler cell count in the final layout: 495
- Total tool warning count: 32
* Cell with the largest stage delay on the worst path: a2111oi_0
* Effective utilization at floorplan: 15.4%
- For this run, the final setup violation count is recorded as 0.
* Type of element capturing the critical path: output pin
* Die boundary height: 89 µm
* Wire length of the first global-routing pass: 3590 µm
* Met1 Track Usage GR: 7.40%
- Peak-usage layer in the global routing report: met2
- Post-route core utilization: between 20% and 30%
- Average footprint of a synthesized cell: 7.82 µm²
* Cell Pwr Density: 75.9 nW/µm²
* Period Utilization, post-route: 93.6%
- Routability congestion estimate: 0.789
* Transition time of the tightest slew-check pin: 0.605 ns
* Top library cells by usage in the layout, fill and taps aside: 24 x clkdlybuf4s50_1, 13 x ha_1, 8 x xnor2_1, 8 x xor2_1
- Per STA, the highest per-stage delay on the worst path measures 0.55 ns.
* Leading cell type in the layout, fill and taps excluded: clkdlybuf4s50_1
- The final report lists a non-filler cell total of 168.
- The via count of the first global-routing pass is 754.
- Overflow left after global routing: 0
- Number of buffers and inverters on the critical path: 3
- Number of max-slew violations in the final report: 0
* Largest net degree at the start of global routing: 14
- Post-CTS setup buffer count: 0
- Met3 usage in global routing: less than 1%
- Yosys stat counts between 90 and 100 cells in the synthesized netlist.
* Growth of design area from synthesis to finish: 41.7%
- Post-detailed-route count of antenna-violating nets: 0
- Static timing analysis puts the maximum clock frequency at 170 MHz.
* Area used by sequential logic in the layout: 0 µm²
- Measured along the x axis, the die boundary spans 89 µm.
- The first detailed-routing pass took 4 iterations.
- The routed design could run at a clock period as short as 5.90 ns.
- According to the I/O placement log, the pin count is 24.
- Startpoint class of the critical path: primary input
* Total Negative Setup Slacks: 0 ns
- After floorplanning, the core was divided into 25 placement rows.
- Summing over every cut layer, the via total after detailed routing is between 700 and 800.
- The OpenROAD report gives the critical path a required time of 5.04 ns.
- In the global route stage, met2 resource usage came out at 9.97%.
- The slew check shows that the tightest pin keeps a relative margin of 58.6%.
* Number of buffers inserted for hold repair after clock tree synthesis: 0
- Hold Vio Cnt, Final: 0
* Post-cts gate resize count: 0
* Max-cap violation count: 0
- In this run, placement finished with an instance count of 168.
* Antenna violations before repair: 0
- The run finished with clean final reports.
* Hold Crit Depth: 5
* Remaining DRCs: 0
- According to the cell report, flip-flops and latches in the layout number 0.
- DRC marker count from the first detailed-route iteration: 24
* Critical setup path kind: primary input to output pin
* Largest driver fanout on the critical path: 5
- The post-route netlist has 7.02% of its cells at a drive strength greater than 1.
* Wire per inst: 12.8 µm
* Number of standard cells after synthesis: 92
- STA shows the worst min-delay path finishing at angle[1].
* Largest voltage drop on the vdd net: 0.0297 mV
- The min-delay analysis places its worst path in the category primary input to output pin.
- WHS: around 3.8 ns
- The region available for standard cell placement spans 4660 µm².
* Cell family with most CP delay: AND-OR/OR-AND gates
- Number of antenna repair diodes: 0
* I/O Buffers: 24
- The cell sequence reported for the critical path is clkdlybuf4s50_1 > inv_1 > ha_1 > or4b_4 > o41ai_2 > xnor2_1 > ha_1 > a211oi_1 > nor2_1 > a2111oi_0 > nor4_1 > clkdlybuf4s50_1.
- Before any placement, the netlist area is recorded as between 700 and 800 µm².
- Leak Pwr: 0.384 nW
==> cell usage after synthesis <==
| cell type | n | area [µm²] |
|---|---|---|
| a2111oi_0 | 1 | 8.76 |
| a211oi_1 | 2 | 15.0 |
| a21o_1 | 1 | 7.51 |
| a21oi_1 | 4 | 20.0 |
| and4bb_2 | 1 | 12.5 |
| buf_1 | 1 | 3.75 |
| clkbuf_1 | 1 | 3.75 |
| ha_1 | 13 | 163 |
| inv_1 | 6 | 22.5 |
| mux2i_1 | 1 | 10.0 |
| nand2_1 | 5 | 18.8 |
| nand2b_1 | 4 | 25.0 |
| nand3_1 | 2 | 10.0 |
| nand3b_1 | 1 | 7.51 |
| nand4_1 | 2 | 12.5 |
| nor2_1 | 3 | 11.3 |
| nor2b_1 | 1 | 6.26 |
| nor3_1 | 2 | 10.0 |
| nor3b_1 | 1 | 7.51 |
| nor4_1 | 3 | 18.8 |
| o21a_1 | 1 | 7.51 |
| o21ai_0 | 6 | 30.0 |
| o21ai_1 | 1 | 5.00 |
| o311ai_1 | 1 | 8.76 |
| o31ai_1 | 3 | 22.5 |
| o41ai_1 | 1 | 8.76 |
| o41ai_2 | 3 | 48.8 |
| or3_1 | 1 | 6.26 |
| or4_4 | 3 | 33.8 |
| or4b_4 | 1 | 13.8 |
| xnor2_1 | 8 | 70.1 |
| xor2_1 | 8 | 70.1 |
==> per-layer routing <==
metal | part of all wire [%] | wire length (µm)
met1 | 49 | 1060
met2 | 46 | 1000
met3 | 4.2 | 90
met4 | 0 | 0
met5 | 0 | 0
==> where the power goes <==
part	internal, mW	switching (mW)	total, mW
Sequential	0	0	0
Clock	0	0	0
Combinational	0.0413	0.0361	0.0774
==> layout make-up <==
type                       count  area, µm²  area share [%]
timing repair buffer          24        240            23.6
multi-input combinational     84        689            67.6
inverter                       6       22.5            2.21
tap                           54       67.6            6.63
==> metrics by stage <==
step	setup WS, ns	cell area [µm²]	total power [mW]
floorplan	1.67	719	0.0429
global placement	0.502	1020	0.0775
detailed placement	0.460	1020	0.0776
CTS	0.438	1020	0.0783
global route	0.0864	1020	0.0896
finish	0.405	1020	0.0774
==> worst max path at each step <==
stage / startpoint / slack (ns) / to / cells after the start
after CTS: Gy[0] / 0.44 / angle[0] / 12
after global routing: Gy[0] / 0.09 / angle[0] / 12
final: Gy[0] / 0.40 / angle[0] / 12
==> logic make-up (layout without fill, tap and decap cells) <==
kind of cell	Yosys count	count (layout)	share of synthesized area (%)
AOI/OAI and AO/OA	24	24	25.4
xor gates and xnor gates	16	16	19.5
adders and majority gates	13	13	22.6
and+or+nand+nor	30	30	27.0
buffers and inverters	8	30	4.17
muxes	1	1	1.39
No activity file was given, so power comes from the tool's default toggle rates.
